[flow/run.sh]
#!/bin/bash
# OpenROAD 26Q1-2900-gdf79404cd8, Yosys 0.63+post, stock flow scripts
make -C /OpenROAD-flow-scripts/flow DESIGN_CONFIG=/design/flow/config.mk WORK_HOME=/design/flow/orfs finish
[flow/config.mk]
export PLATFORM = sky130hd
export DESIGN_NAME = fifo
export DESIGN_NICKNAME = fifo
export VERILOG_FILES = /design/flow/design.v
export SDC_FILE = /design/flow/constraint.sdc
export NUM_CORES = 4
export LEC_CHECK = 1
export CORE_UTILIZATION = 30
[flow/constraint.sdc]
current_design fifo

set clk_period 2.8
set clk_io_pct 0.2

create_clock -name clk0 -period $clk_period [get_ports {clk}]

set non_clock_inputs [all_inputs -no_clocks]
set_input_delay [expr $clk_period * $clk_io_pct] -clock clk0 $non_clock_inputs
set_output_delay [expr $clk_period * $clk_io_pct] -clock clk0 [all_outputs]
[flow/design.v]
module fifo (clk, reset, w_en, r_en, data_in, data_out,full, empty);
  input clk, reset;
  input w_en, r_en;
  input [7:0] data_in;
  output reg [7:0] data_out;
  output full, empty;
reg [3:0] w_ptr, r_ptr;
reg [7:0] fifo[7:0];
wire wrap;
always@(posedge clk or posedge reset) begin
  if(reset) begin
      w_ptr <= 0; 
      r_ptr <= 0;
      data_out <= 0;
    end
  else
    begin
      if(w_en & !full) begin
        fifo[w_ptr[2:0]] <= data_in;
        w_ptr <= w_ptr + 1;
      end
      if(r_en & !empty) begin
        data_out <= fifo[r_ptr[2:0]];
        r_ptr <= r_ptr + 1;
      end
    end
  end
  assign wrap = r_ptr[3]^w_ptr[3];
  assign full = wrap & (w_ptr[2:0] == r_ptr[2:0]);
  assign empty = (w_ptr == r_ptr);
endmodule
==> summary.txt <==
This memo summarizes the results of the implementation run.

Worst hold path
According to the hold report, the worst path is of the flip-flop to flip-flop type.

Clock network
CTS reports a maximum clock tree buffer depth of 2. The total setup buffers inserted after CTS is 0. The count of hold buffers inserted by post-cts repair is 0. Counting the buffers created by CTS gives 9. The CTS root buffer is sky130_fd_sc_hd__clkbuf_8. For the worst-skew pair, the clock arrives at the later sink with an insertion delay of 0.35 ns. Post-CTS repair changed the size of 0 cells.

The CTS sink count is 80. After clock tree synthesis, the clock-pin slew on the worst setup and hold paths is 0.08 ns. TritonCTS built the clock tree. The clock H-tree reported by CTS has 3 levels.

Pwr
The post-layout total power is 3.99 mW. The leakage component of the power is 1.40 nW. The power density relative to cell area is 1030 nW/µm². The worst ir drop on vdd is 0.000567 V.

Drt
The violation tally recorded at the end of detailed-routing iteration 0 is 164. The average routed wire per standard cell is 17.6 µm. In the post-route report, total wirelength is listed as 6.74 mm.

The number of antenna repair diodes is 0. The count of vias placed by the detailed router is 1,908. The count of TritonRoute iterations in the first routing pass is 4. The detailed-route vias per instance is 4.97. The remaining antenna violation count is 0. TritonRoute reported its final design rule violation total as 0.

STA
The highest clock rate is 0.389 GHz. At the pin with the least slew margin, the transition time is 0.629 ns. The final setup violation count is 0. The final hold violation count recorded for this run is 0.

The final clock period utilization by the worst path is 0.918. The shortest period the worst path allows is 2.57 ns. The summed negative setup slack over all endpoints is 0 ns.

Setup repair after global routing left no endpoint under its margin. The worst clock skew is 0.0106 ns. Per the final report, max-transition violations number 0. The worst slew slack as a fraction of its limit is 0.580.

Setup path
The cell at the slowest stage of the critical path is sky130_fd_sc_hd__clkdlybuf4s50_1. The kind of launch point of the worst setup path is a flip-flop. Counting both buffers and inverters, the worst setup path holds a total of 1. The family of cells with the greatest summed delay on the critical path is simple AND/OR/NAND/NOR gates.

The stage delay of the slowest cell on the critical path is 0.46 ns. The critical register-to-register path startpoint is r_ptr[0]. OpenSTA lists the critical path endpoint as full. Counting cells, the worst reg-to-reg path comes to 6. The reg-to-reg setup timing slack is 0.55 ns. The worst endpoint data arrival time is 2.01 ns. The start point of the critical path is w_ptr[0]. The signal on the critical path passes through xor2_1 > or3_1 > nor2_1 > clkdlybuf4s50_1.

The required time of the worst setup path is 2.24 ns. The endpoint of the most critical register-to-register path is data_out[2]. The number of gates on the worst path with buffers counted is 4. The maximum net fanout on the critical path is 5. The worst setup path is captured at a primary output.

The critical path is of the flip-flop to primary output type.

GRT
The remaining global-route overflow is 0. The wire length of the first global-routing pass is 10.8 mm. The via count of the first global-routing pass is 1,984.

The pin count of the biggest net entering global routing is 30. The number of antenna violations at the first check in global routing came to 0. The all-layer global routing usage is 0.135.

Finish
Between the synthesized netlist and the finished layout, the area growth was recorded as 18.6%. The highest-count logic cell in the final layout is sky130_fd_sc_hd__edfxtp_1. Per the layout report, the design carries 999 filler cells. In the layout the commonest cells are 64 x sky130_fd_sc_hd__edfxtp_1, 21 x sky130_fd_sc_hd__clkdlybuf4s50_1, 16 x sky130_fd_sc_hd__nand2_1, 16 x sky130_fd_sc_hd__dfrtp_1, 13 x sky130_fd_sc_hd__nand3_1. Of the cells placed in the final design, the portion with a size suffix greater than 1 is 0.0968.

Yosys
The share of flip-flops with an asynchronous set or reset after synthesis is 0.200. The flop and latch count out of synthesis is 80. The cell area after synthesis is 3270 µm². The synthesis report lists the Yosys warning total as 2. The synthesized netlist contains 31 unique library cells. Yosys mapped a number of flops with a built-in enable equal to 64. The gate count after technology mapping is 220. The chip area in the Yosys report is 3270 µm². The share of the Yosys chip area taken by registers is 0.711.

Per the synth stats, the flop cell with the highest instance count is sky130_fd_sc_hd__edfxtp_1. The number of cells in the yosys synthesis report is 220. After synthesis, the mean cell area works out to 14.9 µm².

Placed design
The final weighted congestion in routability-driven placement is 0.865. After legalization and detailed placement, the total HPWL measured 4.74 mm. The placement report lists the number of port buffers as 21.

Run status
The run finished with clean final reports.

Floorplanning
The width of the die is 106 µm. For this configuration, the core starts out at a cell density of 0.312. The row count is 37. The die height is 106 µm. After floorplanning, the die was sized to cover 11,300 µm².

The area of the core is 10,500 µm². The count of boundary I/O pins is 22.

Job
Warnings raised by the tools during the run amount to 33. The number of violations of the max-capacitance limit is 0.
[routing by layer]
| metal | global-route usage | wire [µm] | vias up |
|---|---|---|---|
| li1 | - | - | 892 |
| met1 | 0.192 | 2800 | 928 |
| met2 | 0.192 | 3060 | 80 |
| met3 | 0.0788 | 773 | 8 |
| met4 | 0.0198 | 112 | 0 |
| met5 | 0 | 0 | - |
[through the flow]
step | std cells | instance area, µm² | setup slack (ns) | util | hold slack (ns)
2_1_floorplan | 220 | 3270 | 0.968 | - | 0.426
3_3_place_gp | 369 | 3630 | 0.543 | 0.347 | 0.462
3_5_place_dp | 369 | 3630 | 0.538 | 0.347 | 0.469
4_1_cts | 384 | 3870 | 0.200 | 0.370 | 0.487
5_1_grt | 384 | 3870 | 0.0620 | 0.370 | 0.511
6_report | 384 | 3870 | 0.228 | 0.370 | 0.477
[how the worst min path moves through the flow]
| stage | start | end | cells past startpoint |
|---|---|---|---|
| global route | data_out[0] | data_out[0] | 2 |
| finish | data_out[0] | data_out[0] | 2 |
| CTS | data_out[6] | data_out[6] | 2 |
[state kept, by name, indices dropped and copies added, names as in the netlist]
name,count
r_ptr,4
w_ptr,4
data_out,8
fifo,64
[synthesized netlist by cell type (all sizes together) (3+ instances only)]
| library cell | number | area (µm²) |
|---|---|---|
| a22oi | 10 | 75.1 |
| buf | 9 | 43.8 |
| xor2 | 6 | 52.6 |
| a22o | 3 | 26.3 |
| ha | 12 | 150 |
| clkbuf | 3 | 11.3 |
| a21oi | 5 | 25.0 |
| a221oi | 5 | 43.8 |
| a41o | 3 | 30.0 |
| edfxtp | 64 | 1920 |
| dfrtp | 16 | 400 |
| a21o | 3 | 22.5 |
| xnor2 | 3 | 26.3 |
| nand3 | 13 | 65.1 |
| inv | 7 | 26.3 |
| and3 | 6 | 37.5 |
| o21ai | 10 | 50.1 |
| nor2 | 6 | 22.5 |
| nand2 | 16 | 60.1 |
| o22ai | 5 | 31.3 |
| a222oi | 3 | 30.0 |
[where the power goes]
group | internal (mW) | switching (mW)
logic | 0.579 | 0.791
registers | 1.48 | 0.132
clock network | 0.593 | 0.409
[final cells by class]
cell class | count | area [µm²] | share of cell area
Tap cell | 136 | 170 | 0.0439
Sequential cell | 80 | 2320 | 0.599
Timing Repair Buffer | 25 | 240 | 0.0620
Clock inverter | 6 | 116 | 0.0300
Clock buffer | 9 | 124 | 0.0320
Multi-Input combinational cell | 121 | 876 | 0.226
Inverter | 7 | 26.3 | 0.00678
[tightest hold or removal path: stages, from the launching register on]
cell and delay, ns:
sky130_fd_sc_hd__dfrtp_1 0.34, sky130_fd_sc_hd__nand2_1 0.04, sky130_fd_sc_hd__o21ai_0 0.06
[cells by family (layout without fill, tap and decap cells)]
kind of cell,after synthesis,count (layout),synth area share
compound gates,49,49,0.116
xor+xnor,9,9,0.0241
fa+ha+maj,12,12,0.0459
buf+inv,19,47,0.0249
flops,80,80,0.711
mux,2,2,0.00689
simple gates,49,49,0.0720
Power is estimated from default activity; no workload was simulated.
