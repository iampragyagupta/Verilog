==> /design/flow/design.v <==
module alu(a,b,sel,c_out,out);
  input [7:0] a;
  input [7:0] b;
  input [2:0] sel;
  output [7:0] out;
  output c_out;
  reg [7:0] res;
  wire [8:0] tmp;
  assign out = res;
  assign tmp = {1'b0,a} + {1'b0,b};
  assign c_out = tmp[8];
  always @(*)
    begin
      case(sel)
        3'b000: res = a+b;  
        3'b001: res= a-b;  
        3'b010: res= a*b;  
        3'b011: res= a/b;  
        3'b100: res= a&b;  
        3'b101: res= a | b;  
        3'b110: res= a ^ b;  
        3'b111: res= ~(a^b);  
        default: res = a+b;
      endcase
    end
endmodule
==> /design/flow/run.sh <==
#!/bin/bash
# OpenROAD 26Q1-2900-gdf79404cd8, Yosys 0.63+post, stock flow scripts
make -C /OpenROAD-flow-scripts/flow DESIGN_CONFIG=/design/flow/config.mk WORK_HOME=/design/flow/orfs finish
==> /design/flow/config.mk <==
export PLATFORM = sky130hd
export DESIGN_NAME = alu
export DESIGN_NICKNAME = alu
export VERILOG_FILES = /design/flow/design.v
export SDC_FILE = /design/flow/constraint.sdc
export NUM_CORES = 4
export LEC_CHECK = 1
export CORE_UTILIZATION = 30
==> /design/flow/constraint.sdc <==
current_design alu

set clk_period 24.4
set clk_io_pct 0.2

create_clock -name clk0 -period $clk_period

set non_clock_inputs [all_inputs -no_clocks]
set_input_delay [expr $clk_period * $clk_io_pct] -clock clk0 $non_clock_inputs
set_output_delay [expr $clk_period * $clk_io_pct] -clock clk0 [all_outputs]
==> run summary <==
The following summarizes the physical implementation.

Synthesis
A synthesized cell averages 7.44 um^2. The cell count after synthesis came out at 486. The synthesized netlist has a Yosys-reported chip area of between 3000 and 4000 um^2.

For this run, the number of Yosys warnings is 1. For this design, Yosys synthesis ends with a cell count of 486. The share of the synthesized area in the top cell type is around 27%.

The cell taking the most area after synthesis is ha_1. In this run, distinct cell masters in the synthesized netlist total about 57. Summing every instance area after synthesis gives ~3600 um^2. The sequential-to-total area share from yosys stat is 0%.

Ranked by total cell area, the synthesized netlist is headed by ha_1 (27%), fa_1 (7.2%), xnor2_1 (7.0%).

Critical path
At the worst endpoint, the arrival time is 16.59 ns. The type of the worst setup path is input port to primary output. The critical path required time is 19.52 ns.

The maximum fanout along the worst path is 12. The maximum single-stage delay on the critical path is 0.73 ns. Counting stages on the worst path, the most repeated cell is ha_1.

STA classifies the critical path endpoint as a primary output. The nature of the critical path startpoint is an input port. The slowest stage of the critical path belongs to the cell a21oi_1.

GRT
The number of global-route vias before repair is 3406. The wire length of the first global-routing pass is between 15000 and 20000 um. Entering global routing, the biggest net connects 32 pins.

After global routing the overflow that remains totals 0. The total global-route track usage is around 18%. The initial antenna violation count is 0.

Clock tree
The number of hold-repair buffers added at the cts stage is 0. The post-CTS resize count is 0. The post-CTS repair timing setup buffer count is 0.

Finish
In this run the layout overhead on the synthesized area is reported as 12.1%. The area taken by multi-input logic gates is roughly 3400 um^2. In the finished layout, the clock tree contains a buffer count of 0. The ratio of cells with drive above 1 in the final layout is 3.77%.

The area taken by sequential standard cells is reported as 0 um^2. The filler cells instantiated in the layout total between 1000 and 1500. According to the cell report, flip-flops and latches in the layout number 0.

Routing
The wire length per cell after detailed routing is 16.5 um. The remaining antenna violation count after routing is 0. The first TritonRoute pass finished after 15 iterations. TritonRoute reported its final design rule violation total as 0. The final route contains about 3600 vias.

For this block, the initial DRC count from the detailed router was about 190. The final wirelength is between 10000 and 15000 um. The post-detailed-route via-to-cell ratio is roughly 5.5. For this run, the script counts the antenna cells in the layout as 0.

STA
In the final timing run, aggregate negative setup slack is 0 ns. In this build the clock could be raised as far as 46.6 MHz. Setup repair after global routing left no endpoint under its margin. The relative slew slack is between 30 and 40%. The pin closest to its max-slew limit shows a slew of 0.909 ns. The number of pins exceeding their max-slew limit in the final report is 0. The share of the clock period used by the worst path is between 80% and 90%. The number of hold violations in the final report is 0. The final-layout worst hold slack is 11.04 ns. Counting I/O delays and the setup requirement, the final critical path takes 21.47 ns.

In the final report, the number of endpoints failing setup comes to 0.

Placed design
The total half-perimeter wirelength after legalization and detailed placement is roughly 8600 um. Port buffering added 28 buffers. The final weighted congestion recorded by global placement is 0.954.

Die
The number of cell rows is 39. From left edge to right edge, the die measures between 100 and 150 um. From bottom edge to top edge, the die measures 112 um. The floorplan utilization is between 30% and 40%. The I/O pin count is 28. The total die size is ~12000 um^2. The floorplan step defined a core boundary enclosing 11600 um^2.

Power and ir drop
The worst-case IR drop observed on VDD is 0.0000107 V. The report lists the power per cell area as 31.9 nW/um^2. The script extracted a total leakage power of between 0.0015 and 0.002 uW.

Run
The max-capacitance violation count is 0. Warnings raised by the tools during the run amount to 45.

Outcome
The run finished with clean final reports.

Hold path
The path class of the lowest-slack min-delay path is input port to primary output.
[cell families (layout without fill, tap and decap cells)]
kind of cell	after synthesis	in the layout	share of synthesized area, %
AND/OR/NAND/NOR	139	139	18.1
AND-OR/OR-AND	134	134	24.6
adder cells (fa/ha/maj)	92	92	34.5
buffers and inverters	64	82	6.65
XOR/XNOR	42	42	10.9
multiplexers	15	15	5.09
[layout make-up]
class	count	share of cell area, %
inverters	50	4.63
multi-input cells	422	83.3
repair buffers	32	7.66
well taps	143	4.42
[routing by layer]
metal	vias up	global-route usage [%]	routed length, um	share of wire [%]
li1	1770	-	-	-
met1	1676	26.1	5110	48
met2	115	27.7	4610	43
met3	10	3.16	834	7.8
met4	0	2.16	139	1.3
met5	-	0	0	0
[metrics by stage]
step           util (%)  total power (uW)  std cells  setup WS, ns  instance area, um^2
3_3_place_gp       35.0               128        647          3.27                 4050
6_report           35.0               129        647          2.93                 4050
3_5_place_dp       35.0               128        647          3.05                 4050
2_1_floorplan         -              93.4        486          5.55                 3610
5_1_grt            35.0               146        647          2.04                 4050
4_1_cts            35.0               130        647          3.01                 4050
[report_power, final]
part	internal [uW]	switching [uW]	leakage, uW	total (uW)
sequential	0	0	0	0
clock	0	0	0	0
combinational	61.2	68.1	0.00191	129
total	61.2	68.1	0.00191	129
[cells in the mapped netlist (3+ instances only)]
cell type and instances:
a21boi_0 3, a31oi_1 9, or2_2 4, xnor2_1 29
nor3_1 9, a21o_1 11, mux2_2 6, nand2_1 36
a211o_1 5, a21oi_1 38, o2111ai_1 4, or3_1 5
ha_1 79, xor2_1 11, nor2b_1 5, inv_1 50
fa_1 13, o211ai_1 4, clkbuf_1 12, o21ai_0 16
o22ai_1 4, mux2i_1 6, nand2b_1 8, o21a_1 9
and2_1 3, nand3_1 3, o21ai_1 5, a211oi_1 5
nor2_1 54, and3_1 3
[layout by cell type (no fill, tap or decap), types with 8 or more instances in the layout]
master | netlist | final
o21a_1 | 9 | 9
clkdlybuf4s50_1 | 0 | 28
nor3_1 | 9 | 9
a21oi_1 | 38 | 38
nand2b_1 | 8 | 8
nand2_1 | 36 | 36
a21o_1 | 11 | 11
a31oi_1 | 9 | 9
nor2_1 | 54 | 54
inv_1 | 50 | 50
fa_1 | 13 | 13
xnor2_1 | 29 | 29
ha_1 | 79 | 79
o21ai_0 | 16 | 16
xor2_1 | 11 | 11
[critical path, delay by kind of cell]
| kind | cells | cell delay [ns] |
|---|---|---|
| simple gates | 4 | 1.21 |
| mux | 3 | 0.89 |
| fa+ha+maj | 7 | 2.14 |
| compound gates | 28 | 6.36 |
| buf+inv | 3 | 1.11 |
[final timing paths]
check / from / end / slack, ns / depth (start not counted)
setup / recovery: b[4] / out[0] / 2.93 / 45
hold / removal: sel[2] / out[7] / 11.04 / 5
Power is estimated from default activity; no workload was simulated.
