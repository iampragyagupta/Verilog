==> flow/design.v <==
module ram (d_in, address, clk, w, out);
  input [7:0] d_in;
  input [4:0] address;
  input w, clk;
  output [7:0] out;
  reg [7:0] memory[31:0]; 
  reg [4:0] address_reg;
  always @(posedge clk)
	begin
      if (w)
        memory[address] <= d_in;
      else
        address_reg <= address;
    end
  assign out = memory[address_reg];
endmodule
==> flow/run.sh <==
#!/bin/bash
# OpenROAD 26Q1-2900-gdf79404cd8, Yosys 0.63+post, stock flow scripts
make -C /OpenROAD-flow-scripts/flow DESIGN_CONFIG=/design/flow/config.mk WORK_HOME=/design/flow/orfs finish
==> flow/config.mk <==
export PLATFORM = sky130hd
export DESIGN_NAME = ram
export DESIGN_NICKNAME = ram
export VERILOG_FILES = /design/flow/design.v
export SDC_FILE = /design/flow/constraint.sdc
export NUM_CORES = 4
export LEC_CHECK = 1
export CORE_UTILIZATION = 30
==> flow/constraint.sdc <==
current_design ram

set clk_period 7.5
set clk_io_pct 0.2

create_clock -name clk0 -period $clk_period [get_ports {clk}]

set non_clock_inputs [all_inputs -no_clocks]
set_input_delay [expr $clk_period * $clk_io_pct] -clock clk0 $non_clock_inputs
set_output_delay [expr $clk_period * $clk_io_pct] -clock clk0 [all_outputs]
==> notes.md <==
yosys + openroad results -> status finished clean, DR DRC count 0, largest net degree at the start of global routing 48, Clk Latency, worst-skew pair 0.52 ns, synth top area cells edfxtp_1, mux4_2, mux2_2, nor2_1, dfxtp_1, Power, Total 3.35 mW, Final Hold Viols 0, Antenna Cells 0, Main synth FF type edfxtp_1, Top cell area share 76.7%, Max H-tree Level 1, Hold Crit Class flip-flop to flip-flop, Worst Setup Start Kind flip-flop, Setup TNS 0 ns, setup bufs post-CTS 0, Max FO, Critical Path 36, Synth cell types 16, f_max 188 MHz, routed len/inst 22.4 um, VDD IR max 0.145 mV, I/O Buffers 22, clock tree buffer depth 3, number of global-route vias before repair 5261, CP top delay family multiplexers, r2r setup slk 6.75 ns, clock sinks 266, synthesized flop and latch total 266, Final Instance Count excl. Fillers 952, clock root buffer master clkbuf_16, count of tool warnings 25, CP arrival 3.82 ns, initial antenna violation count 0, max-slew violations 0, Post-CTS Hold Buffers 0, Routed Antenna Nets 0, CP Buf/Inv Count 2, synth warn 1, PD cells 278 nW/um^2, placed inst area 11100 sq um, routed vias 4604, IO Pins 23, total track usage 13.5%, unrepaired setup endpoints after global routing no, async set-reset flop share out of synthesis 0%, max FFs per register 256, slowest CP cell dfxtp_4, DP Wirelength 13.7 mm, Mean Syn Cell Area 23.8 sq um, post-place setup slack 2.60 ns, crit share post-route 70.9%, maxcap violations 0, final setup skew 0.00225 ns, number of cells in Yosys stat 430, commonest cells in the netlist edfxtp_1, mux4_2, nor2_1, mux2_2, clkbuf_1, Final min period 5.32 ns, Num CTS Buffers 26, kind of critical path flip-flop to primary output, CP Cell Sequence buf_4 > mux4_2 > mux4_2 > mux2_2 > clkdlybuf4s50_1, Via-to-Cell Ratio 4.84, drt total wl 21.3 mm, # resized after CTS 0, FP Rows 67, synthesized netlist cell count 430, die height 187 um, Req. time, crit path 6.00 ns, most frequent cell on the critical path mux4_2, First-pass DRT Iterations 4, Die Area 34800 sq um, Area growth syn-to-layout 18.2%, Clock Pin Slew Worst Setup and Hold Paths 0.06 ns, Placeable Area 33500 sq um, synthesized area 10200 sq um, CP Capture Type primary output, first-pass GRT wire length 32.4 mm, largest area contributor in the netlist edfxtp_1, fraction of layout cells with a size suffix above 1 33.3%, die width 187 um, cell count after placement 904, Max stage delay on crit path 0.84 ns, final setup margin 2.18 ns, starting DRC count in detailed routing 280, Post-synth EDFFs 261, post-synthesis chip area from yosys 10200 sq um, final instance area 12100 sq um, cell with the most instances after synthesis edfxtp_1, Synth Seq Share 77.7%, P_leak 3.72 nW, GPL Wtd Cong 0.820, initial core utilization 30.5%, transition time at the pin with the least slew margin 0.959 ns, CTS tree built, # setup viols final 0, max_slew headroom 35.9%, grt ovf 0
where the power goes:
| part | internal [mW] | leakage, nW | switching, mW | total [mW] |
|---|---|---|---|---|
| clock network | 0.917 | 0.470 | 0.540 | 1.46 |
| logic | 0.121 | 0.849 | 0.101 | 0.222 |
| registers | 1.65 | 2.40 | 0.0210 | 1.67 |
cell usage in the layout, fill, tap and decap left out, types with 2 or more instances in the layout:
cell type	count
edfxtp_1	261
mux4_2	80
nor2_1	34
buf_4	28
clkbuf_16	26
clkdlybuf4s50_1	22
mux2_2	13
bufinv_16	8
nand3b_1	5
dfxtp_1	3
clkinv_4	3
clkinv_2	3
clkbuf_1	3
clkinvlp_4	3
nand2_1	2
nand3_1	2
or3_1	2
stage by stage:
step,hold WS [ns],util (%)
6_report,0.481,36.0
4_1_cts,0.483,36.0
3_3_place_gp,0.457,33.1
5_1_grt,0.498,36.0
3_5_place_dp,0.463,33.1
2_1_floorplan,0.448,-
layer usage:
| layer | global-route usage, % | up-vias | wire, um | share of wire, % |
|---|---|---|---|---|
| met3 | 10.3 | 20 | 3600 | 17 |
| li1 | - | 1934 | - | - |
| met1 | 16.8 | 2373 | 7510 | 35 |
| met4 | 1.67 | 0 | 241 | 1.1 |
| met2 | 19.9 | 277 | 9970 | 47 |
| met5 | 0 | - | 0 | 0 |
logic make-up (layout without fill, tap and decap cells):
logic type,count (synthesis),in the layout,synth area share (%)
AND/OR/NAND/NOR,46,46,2.00
buffers and inverters,25,99,1.22
multiplexers,93,93,19.1
flip-flops,266,266,77.7
final timing paths:
path / start / end / depth (start not counted)
worst max-delay path: flip-flop / out[2] / 5
worst min-delay path: address_reg[2] / flip-flop / 1
worst max register to register: address_reg[4] / flip-flop / 1
worst min register to register: address_reg[2] / flip-flop / 1
area by class of cell:
class	instances	area, sq um
fill	3026	21500
sequential	266	7940
multi-input combinational	139	2150
clock buffer	29	662
tap	448	561
timing repair buffer	50	430
clock inverter	19	324
inverter	1	3.75
Power and IR drop assume default switching activity.
